## /design/flow/config.mk

```make
export PLATFORM = sky130hd
export DESIGN_NAME = ID_EX
export DESIGN_NICKNAME = ID_EX
export VERILOG_FILES = /design/flow/design.v
export SDC_FILE = /design/flow/constraint.sdc
export NUM_CORES = 4
export LEC_CHECK = 1
export CORE_AREA = 10 10 219 219
export DIE_AREA = 0 0 229 229
```

## /design/flow/constraint.sdc

```tcl
current_design ID_EX

set clk_period 1.0
set clk_io_pct 0.2

create_clock -name clk0 -period $clk_period [get_ports {clk}]

set non_clock_inputs [all_inputs -no_clocks]
set_input_delay [expr $clk_period * $clk_io_pct] -clock clk0 $non_clock_inputs
set_output_delay [expr $clk_period * $clk_io_pct] -clock clk0 [all_outputs]
```

## /design/flow/design.v

```verilog
`timescale 1ns / 1ps
module ID_EX(
input clk,
input rst,
input en,
input [31:0] pc_4_ein,
output [31:0] pc_4_eout,
input [31:0] pc_ein,
output [31:0] pc_eout,
input [31:0] a_in,
output [31:0] a_out,
input [31:0] b_in,
output [31:0] b_out,
input [31:0] imm_in,
output [31:0] imm_out,
input [4:0] rs1_in,
output [4:0] rs1_out,
input [4:0] rs2_in,
output [4:0] rs2_out,
input [4:0] rd_in,
output [4:0] rd_out,
input [6:0] opcode_in,
output [6:0] opcode_out,
input [31:0] ctrl_ein,
output [31:0] ctrl_eout
);
register #(32) reg_pc_4_e(clk,rst,en,pc_4_ein,pc_4_eout);
register #(32) reg_pc_e(clk,rst,en,pc_ein,pc_eout);
register #(32) reg_a(clk,rst,en,a_in,a_out);
register #(32) reg_b(clk,rst,en,b_in,b_out);
register #(32) reg_imm(clk,rst,en,imm_in,imm_out);
register #(5) reg_rs1(clk,rst,en,rs1_in,rs1_out);
register #(5) reg_rs2(clk,rst,en,rs2_in,rs2_out);
register #(5) reg_rd(clk,rst,en,rd_in,rd_out);
register #(7) reg_opcode(clk,rst,en,opcode_in,opcode_out);
register #(32) reg_ctrl(clk,rst,en,ctrl_ein,ctrl_eout);
endmodule
`timescale 1ns / 1ps
module register#(
parameter WIDTH = 32
)(
input clk, rst, en,
input [WIDTH - 1:0] in,
output reg [WIDTH - 1:0] out
);
always @(posedge clk)
begin
    if (rst)
    begin
        out <= {WIDTH{1'b0}};
    end
    else if (en)
    begin
        out <= in;
    end
end
endmodule
```

## /design/flow/run.sh

```bash
#!/bin/bash
# OpenROAD 26Q1-2900-gdf79404cd8, Yosys 0.63+post, stock flow scripts
make -C /OpenROAD-flow-scripts/flow DESIGN_CONFIG=/design/flow/config.mk WORK_HOME=/design/flow/orfs finish
```

==> results.py <==
# Flow results
metrics = {
    "clock_tree": {
        "cts_max_path_buffers": 3,
        "level_count_of_the_clock_h_tree": 1,
        "root_buffer": "clkbuf_16",
        "worst_skew_pair.late_latency_ns": 0.53,
        "clkSlewWorstSetupHoldPaths_ns": 0.06,
        "cts_sinks": 214,
        "tritoncts": "built",
        "cts_made_buffers": 25,
    },
    "setup_path": {
        "slowest_stage": "dfxtp_2",
        "worst-endpoint-required_ns": 0.80,
        "slowest_cell_delay_on_critical_path_ns": 0.35,
        "path_buffers": 1,
        "crit_fanout": 2,
        "cp-end-kind": "primary output",
        "worstSetupStartpointType": "register",
        "path_delay_family": "flip-flops",
        "worstPathCellList": "buf_6",
        "crit_arrival_ns": 0.98,
        "worst-setup-path-type": "reg2out",
    },
    "logic_synthesis": {
        "synthesized_instance_count": 690,
        "post_synth_instance_area_mm2": 0.00763,
        "netlist-cell-type-count": 9,
        "ys_warn_count": 3,
        "synth.ff_latch_count": 214,
        "postSynthAreaPerCell_um2": 11.1,
        "yosys-stat-cells": 690,
        "yosys_area_mm2": 0.00763,
        "yosysSeqAreaShare": 0.561,
    },
    "status": {
        "outcome": "finished, violations left",
        "violations": "setup timing",
    },
    "floorplanning": {
        "floorplan.io_pins": 431,
        "floorplan.die_area_mm2": 0.0524,
        "die.size.x_um": 229,
        "fp-utilization": 0.177,
        "row_count": 76,
        "floorplan.core_area_mm2": 0.0432,
        "die_height_um": 229,
    },
    "detailed_routing": {
        "post-route-drc-count": 0,
        "met2RoutedLength_mm": 13.3,
        "dr.first_iter.drc_count": 197,
        "routed_wirelength_mm": 27.5,
        "viasPerCell": 3.64,
        "avgRoutedWirePerCell_um": 15.7,
        "route.top_layer_used": "met4",
        "wire_length_on_met3_mm": 2.32,
        "drtPass1Iterations": 4,
        "antenna_cells": 0,
        "via_count": 6380,
        "antenna_left": 0,
        "wirelength_met1_mm": 11.4,
    },
    "cells_and_area": {
        "layout.cells.most_common_list": "214 x mux2i_1, 214 x nor2_1, 214 x clkdlybuf4s50_1, 214 x dfxtp_2, 181 x buf_2",
        "utilization": 0.302,
        "post-route-cell-area_mm2": 0.0130,
        "final_cell_count_no_fill": 1752,
        "num-fill-cells": 4468,
        "area_growth_syn_to_layout_pct": 70.6,
        "drive_gt1_frac": 0.446,
    },
    "power_and_ir_drop": {
        "power.share.switching": 0.227,
        "internal-power_mw": 16.4,
        "irDropWorstVdd_uv": 1240,
        "power.share.sequential": 0.444,
        "leakage_nw": 6.17,
        "combPwrFrac": 0.132,
        "power.net_switching_mw": 4.80,
        "total_power_mw": 21.2,
        "power.density_mw_per_mm2": 1630,
        "clock_power_share": 0.424,
    },
    "final_timing": {
        "max_slew.worst_pin.slew_ns": 0.238,
        "worst_slew_margin_rel": 0.841,
        "finalMaxSlewViolations": 0,
        "fin_ws_ns": -0.178,
        "post-route-min-period_ns": 1.18,
        "timing.fmax_mhz": 849,
        "timing.final.crit_share": 1.18,
        "grt_setup_unrepaired": "true",
        "finalSetupViolCount": 214,
        "finalHoldViolCount": 0,
        "worst_clock_skew_ns": 0,
    },
    "place": {
        "place.detailed.hpwl_mm": 21.0,
        "number_of_cells_after_detailed_placement": 1702,
        "postPlaceCellArea_mm2": 0.0128,
        "placement.setup.worst_slack_ns": -0.159,
        "gp_congestion": 0.813,
        "count_of_buffers_inserted_at_the_top_level_ports": 430,
    },
    "global_route": {
        "initial_antenna_violation_count": 0,
        "gr-usage-all-layers": 0.100,
        "first_global_vias": 6517,
        "grt_start_max_net_pins": 33,
        "grt_overflow": 0,
        "first_pass_grt_wire_length_mm": 41.3,
    },
    "min_path": {
        "hold_path.class": "in2reg",
    },
    "run": {
        "log_warnings": 28,
        "drv_cap": 0,
    },
}
per-stage QoR:
| step | hold slack (ns) | TNS (ns) |
|---|---|---|
| detailed placement | 0.479 | -22.45 |
| global placement | 0.470 | -18.97 |
| floorplan | 0.347 | -0.294 |
| finish | 0.0319 | -32.40 |
| global route | 0.0283 | -41.72 |
| CTS | 0.0255 | -40.62 |
cell type report:
cell class / instances / area, um^2 / area share
multi-input cells: 428 / 2950 / 0.226
repair buffers: 482 / 3990 / 0.306
well taps: 585 / 732 / 0.0562
clock inverters: 5 / 52.6 / 0.00404
flip-flops and latches: 214 / 4550 / 0.350
clock buffers: 38 / 754 / 0.0579
final timing paths:
check / from / endpoint / slack [ns] / cells past startpoint
worst min-delay path: rst / reg_ctrl.out[20]$_SDFFE_PP0P_ / 0.03 / 3
worst max-delay path: reg_ctrl.out[19]$_SDFFE_PP0P_ / ctrl_eout[19] / -0.18 / 1
worst max register to register: reg_b.out[27]$_SDFFE_PP0P_ / reg_b.out[27]$_SDFFE_PP0P_ / 0.17 / 4
worst min register to register: reg_imm.out[16]$_SDFFE_PP0P_ / reg_imm.out[16]$_SDFFE_PP0P_ / 0.48 / 2
synth_stat cells:
cell type	instances	area share
mux2i_1	214	0.28
nor2_1	214	0.11
buf_4	6	0.0059
dfxtp_1	214	0.56
buf_6	1	0.0015
clkbuf_1	14	0.0069
buf_1	7	0.0034
buf_8	17	0.033
buf_2	3	0.0020
sequential cells by signal, indices dropped and copies added, names as in the netlist:
name            cells
reg_rs1.out         5
reg_b.out          32
reg_a.out          32
reg_imm.out        32
reg_rd.out          5
reg_ctrl.out       32
reg_pc_e.out       32
reg_rs2.out         5
reg_opcode.out      7
reg_pc_4_e.out     32
cells by family (layout without fill, tap and decap cells):
group | count (synthesis) | count (layout) | share of synthesized area
DFF | 214 | 214 | 0.561
buffers and inverters | 48 | 525 | 0.0531
and+or+nand+nor | 214 | 214 | 0.105
muxes | 214 | 214 | 0.281
routing by layer:
metal / global-route usage / vias up
met5: 0 / -
met4: 0.0174 / 0
met3: 0.0338 / 33
met2: 0.168 / 229
met1: 0.126 / 2918
li1: - / 3200
power groups by stage:
stage	Clock [mW]	Combinational, mW	Sequential (mW)
finish	8.98	2.80	9.40
global route	9.64	3.07	9.46
CTS	9.32	2.83	9.40
what timing repair did:
| action | CTS | global route |
|---|---|---|
| hold buffers | 0 | 0 |
| endpoints found under the setup margin | 214 | 214 |
| buffers inserted | 3 | 4 |
| resized | 963 | 10 |
Power and IR drop assume default switching activity.
