`flow/run.sh`:
```
#!/bin/bash
# OpenROAD 26Q1-2900-gdf79404cd8, Yosys 0.63+post, stock flow scripts
make -C /OpenROAD-flow-scripts/flow DESIGN_CONFIG=/design/flow/config.mk WORK_HOME=/design/flow/orfs finish
```
`flow/config.mk`:
```
export PLATFORM = sky130hd
export DESIGN_NAME = regfile
export DESIGN_NICKNAME = regfile
export VERILOG_FILES = /design/flow/design.v
export SDC_FILE = /design/flow/constraint.sdc
export NUM_CORES = 4
export LEC_CHECK = 1
export CORE_UTILIZATION = 50
```
`flow/constraint.sdc`:
```
current_design regfile

set clk_period 14.9
set clk_io_pct 0.2

create_clock -name clk0 -period $clk_period [get_ports {clk}]

set non_clock_inputs [all_inputs -no_clocks]
set_input_delay [expr $clk_period * $clk_io_pct] -clock clk0 $non_clock_inputs
set_output_delay [expr $clk_period * $clk_io_pct] -clock clk0 [all_outputs]
```
`flow/design.v`:
```
`timescale 1ns / 1ps
module regfile#( 
parameter DWIDTH = 32,     
parameter AWIDTH = 5,    
parameter COUNT = 32      
)(
input clk,       
input [AWIDTH-1:0] ra0,     
output[DWIDTH-1:0] rd0,   
input [AWIDTH-1:0] ra1,     
output[DWIDTH-1:0] rd1,   
input [AWIDTH-1:0] ra2,     
output[DWIDTH-1:0] rd2,   
input [AWIDTH-1:0] wa,      
input we,    
input [DWIDTH-1:0] wd     
    );
reg [DWIDTH-1:0] regfile[0:COUNT-1];
assign rd0 =  we && wa == ra0 ? wd : regfile[ra0];
assign rd1 =  we && wa == ra1 ? wd : regfile[ra1];
assign rd2 =  we && wa == ra2 ? wd : regfile[ra2];
always@(posedge clk)
begin
    regfile[0] <= {DWIDTH{1'b0}};
    if(we)
    begin
        if(wa)
        begin
            regfile[wa]<=wd;
        end
    end
end
endmodule
```
==> summary.txt <==
yosys + openroad results -> Yosys Instances 3578, Starting Density 0.5071, Setup TNS 0 ns, Site Rows 123, Reg power frac 0.453, final worst path period need 10.45 ns, Residual DRC 0, Max FO, Critical Path 42, cell mode on critical path buf_4, Power Dens Cells approximately 110 nW/µm², Unique masters post-synth 66, biggest area consumer among synthesized cells edfxtp_1, CP max stage cell o41ai_1, yosys warns 1, cell-internal power 5385 µW, Sw Ratio 0.2431, final slew viol count 0, Max Clk Rate 0.09567 GHz, # hold bufs at CTS 0, biggest regs regfile x1024, IO buf count between 100 and 150, Avg Inst Size Synth 16.01 µm², CTS H-tree depth 3, Slew HR 0.06517, Largest register FFs around 1000, Mapped Cells 3578, Cell area leaders edfxtp_1, mux4_2, mux2_2, DRT Pass-1 Iters 8, post-synthesis sequential area ratio 0.5313, Layout fillers 8320, Cells after DPL 5106, Logic pwr share 0.124, die height roughly 340 µm, Leak about 0.022 µW, Fin. Hold Viols 0, # Max-Cap Violations 0, DP Wirelength 125.8 mm, Syn-to-layout area delta 12.65%, post-CTS sizing 0, post-route insts no fill 5327, CP endpoint kind output pin, Post-DP Area between 60000 and 70000 µm², crit path launch type input pin, post-route ant nets 0, synthesized cell area 57280 µm², final instance area 64520 µm², Top reg by flops regfile, vias per cell 7.213, Overflow after GRT 0, Via Count 38420, Sink Count 1024, CP Data Arrival Time 7.47 ns, total die size 115900 µm², Design Power ~7100 µW, CP required 11.92 ns, Top cell area share 0.5201, Psw 1729 µW, Synth Register Bits just over 1000, RSZ-0062 raised after global routing no, Die Wd around 340 µm, initial antenna violation count 3, Max VDD drop 123.5 µV, most numerous logic cell after layout edfxtp_1, largest net degree at the start of global routing 86, post-route clock period utilization 0.7015, Worst-Margin Slew 1.384 ns, Crit Path Class in -> out, most frequent cells in the layout edfxtp_1, mux4_2, mux2_2, mux2i_1, o22ai_1, status finished, final reports clean, clock network fraction of design power 0.424, first-pass GRT wire length 301.3 mm, Synth Flop Type edfxtp_1, GPL Wtd Cong 0.9539, Routed WL around 210 mm, vias in the first global route 41880, final setup fails 0, Top Ports 150, EDFF count, synth 992, CP bufs+invs 5, TritonCTS clock tree yes, CP delay by family, top buffers and inverters, root buffer cell clkbuf_16, Total GRT Usage 0.4091, CTS clock-pin slew for the worst setup and hold paths 0.06 ns, Num CTS Buffers 114, DR WL/cell 40.04 µm, tool warnings 26, Max Root-Sink Buffers 3, Async S/R FF share, synth 0, CP Cell Sequence buf_8 -> buf_4 -> buf_4 -> mux4_1 -> a22o_1 -> a211oi_1 -> o41ai_1 -> buf_4 -> clkdlybuf4s50_1, CORE AREA 113000 µm², post-synthesis chip area from yosys 57280 µm², # Post-CTS Setup Buffers 0, slowest stage delay, CP 1.21 ns, HP Class in -> reg, first-iteration detailed-routing DRC count approximately 2800, hold slack 3.081 ns, share of cells above drive strength 1 0.3414
worst paths after layout:
kind | depth (start not counted) | start | to
worst max-delay path | 9 | ra0[1] | rd0[31]
worst min-delay path | 2 | wd[7] | regfile[26][7]
synth_stat cells, drive strengths merged, types with 3 or more instances:
cell type and instances:
nand4bb 4, and2 3, mux4 436, a31oi 24, o221ai 12, dfxtp 32
xor2 12, nor2b 9, nand3b 10, o21ai 23, nor3 15, o41ai 22
or4 22, nor4 28, edfxtp 992, o311ai 15, nand4 3, nand2b 30
inv 10, buf 237, nor3b 5, a21oi 5, mux2 424, or4b 5
and3 3, a22o 67, a211oi 30, or3 6, clkbuf 100, a221oi 26
nor2 57, nand2 119, nand3 29, mux2i 364, a22oi 111, o31ai 21
o22ai 246, xnor2 3, or3b 5
through the flow:
stage | setup WS (ns) | util
2_1_floorplan | 7.505 | -
6_report | 4.447 | 0.5712
5_1_grt | 4.335 | 0.5711
3_5_place_dp | 4.796 | 0.5357
4_1_cts | 4.803 | 0.5711
3_3_place_gp | 4.768 | 0.5357
power groups by stage:
stage	combinational (µW)	clock, µW	sequential (µW)
6_report	879	3010	3220
5_1_grt	914	3140	3220
4_1_cts	861	3040	3220
routing by layer:
layer / up-vias / part of all wire / wire (µm) / track usage
met5: - / 0.0038 / 821 / 0.08415
met4: 21 / 0.047 / 9997 / 0.1388
met1: 18950 / 0.31 / 66220 / 0.4854
met3: 608 / 0.21 / 44790 / 0.3624
met2: 3398 / 0.43 / 91480 / 0.5419
li1: 15440 / - / - / -
logic make-up (layout without fill, tap and decap cells):
| family | count (synthesis) | in the layout | synth area share |
|---|---|---|---|
| xor gates and xnor gates | 15 | 15 | 0.002294 |
| buffers and inverters | 347 | 560 | 0.03696 |
| DFF | 1024 | 1024 | 0.5313 |
| other | 1 | 37 | 0.00006547 |
| muxes | 1224 | 1224 | 0.3191 |
| AOI/OAI and AO/OA | 608 | 608 | 0.07755 |
| and+or+nand+nor | 359 | 359 | 0.03275 |
layout make-up:
cell class | instances | area (µm²) | area share
sequential | 1024 | 30430 | 0.4716
multi-input combinational | 2238 | 25220 | 0.3908
clock buffer | 139 | 3029 | 0.04695
timing repair buffer | 334 | 2950 | 0.04573
tap | 1500 | 1877 | 0.02909
clock inverter | 77 | 968.4 | 0.01501
inverter | 10 | 37.54 | 0.0005818
antenna | 5 | 12.51 | 0.0001939
Power and IR drop assume default switching activity.
